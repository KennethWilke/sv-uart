[flow/design.v]
module top (
  input wire clk,  
  input wire reset,
  input wire rx,
  output wire tx
);
  Uart uart(clk, reset, rx, tx);
endmodule
module Uart (
    input clk,
    input reset,
    input rx,
    output tx
);
  logic [7:0] data;
  logic echo;
  UartRxBuffer receive_buffer(clk, reset, rx, echo, data);
  UartTxBuffer send_buffer(clk, reset, echo, data, tx);
endmodule
module UartRxBuffer (
    input clk,
    input reset,
    input rx,
    output logic available,
    output logic [7:0] data
);
  logic [3:0] current_bit;
  logic [13:0] counter;
  always @ (posedge clk or negedge reset) begin
    if (!reset) begin
      current_bit <= 0;
      available <= 0;
    end else begin
      if (current_bit) begin
        counter <= counter + 1;
        case (current_bit)
          1: begin
            if (counter == 1301) begin
                data[0] <= rx;
                current_bit <= 2;
            end
          end
          2: begin
            if (counter == 2169) begin
                data[1] <= rx;
                current_bit <= 3;
            end
          end
          3: begin
            if (counter == 3037) begin
                data[2] <= rx;
                current_bit <= 4;
            end
          end
          4: begin
            if (counter == 3905) begin
                data[3] <= rx;
                current_bit <= 5;
            end
          end
          5: begin
            if (counter == 4773) begin
                data[4] <= rx;
                current_bit <= 6;
            end
          end
          6: begin
            if (counter == 5641) begin
                data[5] <= rx;
                current_bit <= 7;
            end
          end
          7: begin
            if (counter == 6509) begin
                data[6] <= rx;
                current_bit <= 8;
            end
          end
          8: begin
            if (counter == 7377) begin
                data[7] <= rx;
                available <= 1;
                current_bit <= 9;
            end
          end
          9: begin
            if (counter == 8680) begin
                current_bit <= 0;
            end
          end
        endcase
      end else begin
        counter <= 0;
        available <= 0;
        if (!rx) begin
            current_bit <= 1;
        end
      end
    end
  end
endmodule
module UartTxBuffer (
    input clk,
    input reset,
    input write,
    input [7:0] data,
    output logic tx
);
  logic [3:0] current_bit;
  logic [13:0] counter;
  logic [7:0] internal_data;
  always @ (posedge clk or negedge reset) begin
    if (!reset) begin
      current_bit <= 0;
      counter <= 0;
      internal_data <= 'h00;
    end else begin
      if (current_bit) begin
        counter <= counter + 1;
        case (current_bit)
          1: begin
            if (counter == 867) begin
                current_bit <= 2;
            end
          end
          2: begin
            tx <= internal_data[0];
            if (counter == 1735) begin
                current_bit <= 3;
            end
          end
          3: begin
            tx <= internal_data[1];
            if (counter == 2603) begin
                current_bit <= 4;
            end
          end
          4: begin
            tx <= internal_data[2];
            if (counter == 3471) begin
                current_bit <= 5;
            end
          end
          5: begin
            tx <= internal_data[3];
            if (counter == 4339) begin
                current_bit <= 6;
            end
          end
          6: begin
            tx <= internal_data[4];
            if (counter == 5207) begin
                current_bit <= 7;
            end
          end
          7: begin
            tx <= internal_data[5];
            if (counter == 6075) begin
                current_bit <= 8;
            end
          end
          8: begin
            tx <= internal_data[6];
            if (counter == 6943) begin
                current_bit <= 9;
            end
          end
          9: begin
            tx <= internal_data[7];
            if (counter == 7812) begin
                current_bit <= 10;
            end
          end
          10: begin
            tx <= 1;
            if (counter == 8680) begin
                current_bit <= 0;
            end
          end
        endcase
      end else begin
        counter <= 0;
        if (write) begin
          current_bit <= 1;
          internal_data <= data;
          tx <= 0;
        end else begin
          tx <= 1;
        end
      end
    end
  end
endmodule
[flow/run.sh]
#!/bin/bash
# OpenROAD 26Q1-2900-gdf79404cd8, Yosys 0.63+post, stock flow scripts
make -C /OpenROAD-flow-scripts/flow DESIGN_CONFIG=/design/flow/config.mk WORK_HOME=/design/flow/orfs finish
[flow/config.mk]
export PLATFORM = sky130hd
export DESIGN_NAME = top
export DESIGN_NICKNAME = top
export VERILOG_FILES = /design/flow/design.v
export SDC_FILE = /design/flow/constraint.sdc
export NUM_CORES = 4
export LEC_CHECK = 1
export CORE_UTILIZATION = 40
[flow/constraint.sdc]
current_design top

set clk_period 4.3
set clk_io_pct 0.2

create_clock -name clk0 -period $clk_period [get_ports {clk}]

set non_clock_inputs [all_inputs -no_clocks]
set_input_delay [expr $clk_period * $clk_io_pct] -clock clk0 $non_clock_inputs
set_output_delay [expr $clk_period * $clk_io_pct] -clock clk0 [all_outputs]
==> results.yml <==
# synthesis and place-and-route metrics
yosys:
  postSynthSeqShare_pct: 42.8
  synth_top_cell_by_count: "nor2_1"
  yosys_area_sq_um: 3420
  synth_async_sr_flop_share_pct: 57.4
  synthFlopType: "dfrtp_1"
  syn_inst: 352
  yosys_cells: 352
  ys_ff: 54
  synth.distinct_cells: 60
  synthDominantCellAreaShare_pct: 22.7
  edf_count: 23
  yosysWarningCount: 2
  area_leaders: "dfrtp_1 (23%), edfxtp_1 (20%), nor2_1 (4.4%)"
  common_cells: "nor2_1 (40), dfrtp_1 (31), edfxtp_1 (23)"
  synth_area_leader_cell: "dfrtp_1"
  avgSynthCellArea_sq_um: 9.73
  syn_area_sq_um: 3420
worst_hold_path:
  hold_class: "flip-flop to flip-flop"
  hold_end: "uart.send_buffer.internal_data[6]$_DFFE_PN0P_"
  hold-path-cell-count: 1
  hold_start: "uart.receive_buffer.data[6]$_DFFE_PP_"
drt:
  drt-initial-drc-count: 118
  wl_per_cell_um: 15.3
  vias: 2598
  drc: 0
  drt-total-wl_mm: 6.80
  ant_nets: 0
  dr.pass1.iters: 4
  vias_per_cell: 5.84
  n_antenna_cell: 0
power_and_ir_drop:
  p_total_mw: 1.98
  irDropWorstVdd_mv: 0.310
  p_per_area_nw_per_um2: 551
  p_leak_nw: 1.32
outcome:
  outcome: "completed"
setup_path:
  cp_max_fo: 6
  worstReg2RegEnd: "uart.receive_buffer.current_bit[1]$_DFFE_PN0P_"
  worstPathArrival_ps: 2940
  r2r_start: "uart.receive_buffer.counter[1]$_SDFFCE_PP0P_"
  rrSetupSlack_ps: 1560
  reg2reg_depth: 8
  crit_type: "flip-flop to flip-flop"
  critPathCaptureType: "flip-flop"
  startpoint_type: "flip-flop"
  crit_required_ps: 4490
place:
  hpwl_mm: 4.67
  pre_cts_slack_ps: 1710
  place_congestion: 0.931
  io_buffers: 3
  postPlaceCellArea_sq_um: 3490
die:
  io-pin-count: 4
  fp-row-count: 33
  die_h_um: 94.5
  fp.dieW_um: 94.5
  fp_util_pct: 41.5
  core_area_sq_um: 8260
  die-area_sq_um: 8930
timing:
  finalSetupViolCount: 0
  setup_ws_ps: 1560
  final_hold_viol_count: 0
  slew_headroom_pct: 59.7
  tightest_slew_ps: 604
  layout_min_cycle_time_ps: 2740
  fin_hold_ws_ps: 481
  final.period_utilization_pct: 63.8
  tns_ps: 0
  fmax_mhz: 365
  skew_ps: 10.6
  rsz0062_at_grt: "false"
  drv_slew: 0
grt:
  grt_pass1_wl_mm: 11.8
  antenna_found_initial: 0
  grt_use_total_pct: 17.2
  grt_overflow: 0
  grt_max_degree: 49
  first_global_vias: 2423
run:
  warning_count: 28
  cap_viol_max_count: 0
clock_tree:
  cts_sinks: 54
  cts_root_buf: "clkbuf_8"
  cts-buffers-inserted: 5
  clkTransAtPathRegs_ps: 90
  clock_path_buffers: 2
  h-tree-depth: 2
  clock_latency_ps: 310
  cts_tree: "yes"
  hold_buffers: 0
  postCtsSetupRepairBufs: 0
  cts_resized: 0
cells_and_area:
  nFillCells: 768
  design_area_sq_um: 3590
  area_growth_syn_to_layout_pct: 4.86
  seq_area_sq_um: 1470
  logic_area_sq_um: 1810
  drive_gt1_share_pct: 9.41
==> worst max-delay path: stages, from the launching register on <==
cell and delay (ps):
edfxtp_1 460, inv_1 110, ha_1 240, nor4b_2 290, nor4bb_1 560, o21ai_0 220, and4bb_1 330, nand3_1 90
mux2_1 330
==> cells in the final DEF (no fill, tap or decap), types with 7 or more instances in the layout <==
| cell type | n |
|---|---|
| xor2_1 | 14 |
| xnor2_1 | 10 |
| dfrtp_1 | 31 |
| edfxtp_1 | 23 |
| nand4_1 | 19 |
| nand3_1 | 12 |
| a21oi_1 | 7 |
| nor3_1 | 12 |
| nor2b_1 | 8 |
| nand2_1 | 20 |
| o21ai_0 | 8 |
| nor2_1 | 40 |
| inv_1 | 11 |
| mux2_2 | 8 |
| nor4b_1 | 11 |
==> flip-flops by register name, summed over array words and instances, names as in the netlist <==
| name | flops |
|---|---|
| uart.send_buffer.current_bit | 4 |
| uart.receive_buffer.data | 8 |
| uart.send_buffer.counter | 14 |
| uart.receive_buffer.current_bit | 4 |
| uart.receive_buffer.available | 1 |
| uart.receive_buffer.counter | 14 |
| uart.send_buffer.tx | 1 |
| uart.send_buffer.internal_data | 8 |
==> metal layers <==
metal	vias to the layer above	global-route usage, %	part of all wire [%]	routed length (um)
li1	1284	-	-	-
met1	1264	28.3	49	3360
met2	44	25.8	46	3150
met3	6	3.10	3.4	234
met4	0	1.64	0.74	50
met5	-	0	0	0
==> through the flow <==
stage / instances / utilization, %
after floorplan: 352 / -
after global placement: 437 / 42.3
after detailed placement: 437 / 42.3
after CTS: 445 / 43.5
after global routing: 445 / 43.5
final: 445 / 43.5
==> final cells by class <==
class	instances	area share [%]
clock buffers	6	2.30
clock inverters	2	0.349
inverters	11	1.15
multi-input cells	261	50.4
flip-flops and latches	54	40.9
well taps	105	3.66
repair buffers	6	1.32
==> worst max path at each step <==
stage	from	endpoint	slack, ps	cells past startpoint
after CTS	uart.receive_buffer.counter[1]$_SDFFCE_PP0P_	uart.receive_buffer.current_bit[1]$_DFFE_PN0P_	1680	8
after global routing	uart.receive_buffer.counter[1]$_SDFFCE_PP0P_	uart.receive_buffer.current_bit[1]$_DFFE_PN0P_	1440	8
final	uart.receive_buffer.counter[1]$_SDFFCE_PP0P_	uart.receive_buffer.current_bit[1]$_DFFE_PN0P_	1560	8
==> cell families after synthesis <==
group | after synthesis | share of synthesized area [%]
AND-OR/OR-AND | 37 | 7.90
multiplexers | 11 | 3.95
buffers and inverters | 37 | 4.53
flip-flops | 54 | 42.8
AND/OR/NAND/NOR | 183 | 32.5
adder cells (fa/ha/maj) | 6 | 2.12
XOR/XNOR | 24 | 6.14
==> report_power, final <==
group          internal (mW)  total, mW  switching (mW)
logic                  0.363      0.742           0.379
registers              0.676      0.944           0.267
clock network          0.130      0.291           0.161
total                   1.17       1.98           0.808
